==> /design/flow/design.v <==
module controller(
	input clk,
	input rst,
	input [5:0]	op_code,
	output  [1:0] IorD,
	output  MemRead,  
	output  MemWrite,
	output  IRWrite,
	output  ReadDest,
	output  MemtoReg,
	output  RegWrite1,
	output  RegWrite2,
	output  ALUSrcA, 
	output  [1:0] ALUSrcB, 
	output  [1:0] ALUOp,
	output [1:0] PCSource,
	output  SignSig ,
	output  StackSig,
	output  DataWrite , 
	output PCWrite     ,
	output   PCWriteCond,
	output   BLTCond,
	output   BGTCond,  
	output ALUZeroCond,
	output reg [4:0] State);	   	 
parameter R_TYPE_ADD  = 6'b000000;	   
parameter R_TYPE_AND  = 6'b000001;		
parameter R_TYPE_SUB  = 6'b000010;		 
parameter ANDI        = 6'b000011;		  
parameter ADDI        = 6'b000100;		   
parameter LW          = 6'b000101;			
parameter LW_POI      = 6'b000110;			 
parameter SW          = 6'b000111;			  
parameter BRANCH_MASK = 4'b0010;			   				   
parameter J         = 6'b001100;					
parameter CALL        = 6'b001101;					   
parameter RET         = 6'b001110;						 
parameter PUSH        = 6'b001111;						   
parameter POP         = 6'b100000;							 
parameter BGT = 2'b00;
parameter BLT = 2'b01;
parameter BEQ = 2'b10;
parameter BNQ = 2'b11; 
  initial begin 
  State <= 5'd0;
end 
  always @(negedge clk)
		begin
		if (rst)
			begin
			State <= 5'd0;
			end
		else
			begin
			case (State)
				5'd0:
					State <= 5'd1;
				5'd1:
					if (op_code == R_TYPE_ADD || op_code == R_TYPE_AND || op_code == R_TYPE_SUB)
						State <= 5'd2;
					else if (op_code == ADDI)
						State <= 5'd4;
					else if (op_code == ANDI)
						State <= 5'd5;
					else if (op_code == LW || op_code==SW || op_code==LW_POI)
						State <= 5'd6;
					else if (op_code[5:2] == BRANCH_MASK)
						if(op_code[1:0]==BGT)
							State <= 5'd11;
						else if(op_code[1:0]==BLT) 
							State <= 5'd12;
						else if(op_code[1:0] == BEQ)
							State <= 5'd13;
						else 
							State <= 5'd14;
					else if (op_code == J)
						State <= 5'd15;
					else if (op_code == CALL)
						State <= 5'd22;
					else if (op_code == RET)
						State <= 5'd18;
					else if (op_code == PUSH)
						State <= 5'd16;
					else if (op_code == POP)
						State <= 5'd20;
					else
						State <= 5'd0;	   
				5'd2:
                  	State <= 4'd3;
              5'd4:
                	State <= 4'd3;
              5'd5:
					State <= 4'd3;
				5'd6:
				if(op_code==SW)
					State <= 5'd7;
				else
					State <= 5'd8;	
				5'd8:
				if(op_code==LW)
					State <= 5'd9;
				else
					State <= 5'd10;	
				5'd16:
					 State <= 5'd17;
				5'd18:
					State <= 5'd19;
				5'd20:
					State <= 5'd21;	
				5'd22:
					State <= 5'd23;
				default:
					State <= 5'd0;
			endcase
			end
		end	
  		assign PCWrite= (rst == 1'b1) ? 1'b0 : 	( ((State == 5'd15) || (State == 5'd0) || (State == 5'd22) || (State == 5'd19)) ? 1'b1 : 1'b0 );
		assign IorD = (rst == 1'b1)	? 2'b00	: (((State == 5'd7) || (State == 5'd8)) ? 2'b10 : ((State == 5'd17) || (State == 5'd18)|| (State == 5'd20)|| (State == 5'd23)) ? 2'b01: 2'b00);
		assign MemRead = (rst == 1'b1) ? 1'b0:	(((State == 5'd0) || (State == 5'd18) || (State == 5'd20) || (State == 5'd8) ) ?  1'b1 : 1'b0);
		assign MemWrite = (rst == 1'b1)? 1'b0:	 ((( State == 5'd7) || (State == 5'd23)  || (State == 5'd21)  || (State == 5'd19) || (State == 5'd17) )? 1'b1 : 1'b0);
  		assign IRWrite = (rst == 1'b1)? 1'b0 : ((State == 5'd0) ? 1'b1 : 1'b0);
		assign ReadDest = (rst == 1'b1)? 1'b0 :  ((State == 5'd2) ? 1'b1 : 1'b0);   
		assign MemtoReg = (rst == 1'b1)	? 1'b0 :  ( (State == 5'd3) ? 1'b1 : 1'b0);   
		assign RegWrite1 = (rst == 1'b1) ? 1'b0 :  (( (State == 5'd3) || (State == 5'd9) || (State == 5'd10) || (State == 5'd21)) ? 1'b1 : 1'b0);   
		assign RegWrite2 = (rst == 1'b1) ? 1'b0 : ((State == 5'd10) ? 1'b1 : 1'b0);	  
		assign ALUSrcA = (rst == 1'b1) ? 1'b0 : (( (State == 5'd0) || (State == 5'd1) || (State == 5'd22) ) ? 1'b0 : 1'b1); 
		assign ALUSrcB = (rst == 1'b1) ? 2'b00 : ( (State == 5'd1) ?  2'b11 : ((State == 5'd4) || (State == 5'd5) || (State == 5'd6)) ? 2'b10 : ((State == 5'd0) ||(State == 5'd22) ) ? 2'b01 : 2'b00  ); 
		assign ALUOp = (rst == 1'b1) ? 2'b00 :  ( (State == 5'd5) ? 2'b00 : ((State==5'd11)||(State==5'd12)||(State==5'd13)||(State==5'd14)) ? 2'b10  : (State==5'd2)  ? op_code[1:0] : 2'b01  ) ;
  		assign PCSource = (rst == 1'b1) ? 2'b00	: ( (State == 5'd0)? 2'b10 :( (State==5'd11) ||  (State==5'd12) ||  (State==5'd13) ||  (State==5'd14)) ? 2'b11  : ((State==5'd22) ||  (State==5'd15))? 2'b01 : 2'b00  );	   
		assign SignSig = (rst == 1'b1) ? 1'b0 : (  ( (State == 5'd1) || (State == 5'd4) || (State == 5'd6) )  ? 1'b1  : 1'b0 );	
		assign StackSig = (rst == 1'b1) ? 1'b0 : ( ((State == 5'd23) || (State == 5'd16) ) ? 1'b1  : 1'b0);	
		assign DataWrite = (rst == 1'b1) ? 1'b0 : ( (State == 5'd23) ? 1'b0  : 1'b1);	
		assign   PCWriteCond = (rst == 1'b1) ? 1'b0 : ( ((State == 5'd13) || (State == 5'd14))? 1'b1  : 1'b0);		
		assign   BLTCond = (rst == 1'b1) ? 1'b0 : ((State == 5'd12) ? 1'b1  : 1'b0);	
		assign   BGTCond  = (rst == 1'b1) ? 1'b0 : ((State == 5'd11) ? 1'b1  : 1'b0);	
		assign ALUZeroCond   = (rst == 1'b1) ? 1'b0 : ((State == 5'd13) ? 1'b1  : 1'b0);	
	endmodule		
==> /design/flow/run.sh <==
#!/bin/bash
# OpenROAD 26Q1-2900-gdf79404cd8, Yosys 0.63+post, stock flow scripts
make -C /OpenROAD-flow-scripts/flow DESIGN_CONFIG=/design/flow/config.mk WORK_HOME=/design/flow/orfs finish
==> /design/flow/config.mk <==
export PLATFORM = sky130hd
export DESIGN_NAME = controller
export DESIGN_NICKNAME = controller
export VERILOG_FILES = /design/flow/design.v
export SDC_FILE = /design/flow/constraint.sdc
export NUM_CORES = 4
export LEC_CHECK = 1
export CORE_AREA = 10 10 76 76
export DIE_AREA = 0 0 86 86
==> /design/flow/constraint.sdc <==
current_design controller

set clk_period 2.2
set clk_io_pct 0.2

create_clock -name clk0 -period $clk_period [get_ports {clk}]

set non_clock_inputs [all_inputs -no_clocks]
set_input_delay [expr $clk_period * $clk_io_pct] -clock clk0 $non_clock_inputs
set_output_delay [expr $clk_period * $clk_io_pct] -clock clk0 [all_outputs]
==> impl_metrics.json <==
{
  "hp-class": "flop to flop",
  "die_h_um": 86,
  "yosys-stat-cells": 168,
  "path_depth": 7,
  "grt_pass1_wl_um": 8820,
  "critical-path-max-stage-delay_ns": 0.36,
  "reg.largest.list": "State (5)",
  "cp_max_fo": 7,
  "gr-total-overflow": 0,
  "reg2regPathDepth": 7,
  "boundaryPins": 37,
  "critPathKind": "flop to output port",
  "met3_usage_pct": 1.53,
  "use_met2_pct": 23.0,
  "io_buffer_count": 36,
  "flop_cell": "dfxtp_1",
  "p_leak_nw": 1.26,
  "cp.required_ns": 1.76,
  "cp_slowest_cell": "dfxtp_4",
  "drt_iter0_drc": 76,
  "cp_top_family": "buffers and inverters",
  "gp_congestion": 0.879,
  "finalClockSkew_ns": 0.00793,
  "n_antenna_cell": 0,
  "pre_cts_ws_ns": -1.27,
  "relSlewSlack_pct": 78.6,
  "synth.area.top_cells": "dfxtp_1 (9.1%), nor2_1 (6.5%), a21oi_1 (5.9%), ha_1 (5.7%), nand2_1 (5.1%)",
  "coreArea_um2": 4120,
  "syn_inst": 168,
  "end_kind": "output port",
  "num_vias": 1857,
  "num_rows": 23,
  "yosysTopAreaCellShare_pct": 9.14,
  "hold_violations": 0,
  "final.setup.worst_slack_ns": -0.905,
  "warnings": 37,
  "first_global_vias": 1839,
  "clock_sinks": 5,
  "htree_levels": 1,
  "top_area_cell": "dfxtp_1",
  "synthDistinctLibCells": 55,
  "power_density_nw_per_um2": 276,
  "clk-insertion-delay-late_ns": 0.29,
  "antenna_found_initial": 0,
  "cts_tree": "done",
  "area_growth_pct": 162,
  "totalWireLength_um": 5880,
  "irDropWorstVdd_v": 0.000169,
  "syn_area_um2": 1090,
  "drc": 0,
  "rsz0062_at_grt": "yes",
  "hpwl_um": 3240,
  "clockRootBuffer": "clkbuf_8",
  "via_per_inst": 5.17,
  "ys_area_um2": 1090,
  "largest_register_ffs": 5,
  "cts_buffer_depth": 2,
  "critPathLaunchType": "flop",
  "cp.arrival_ns": 2.67,
  "synth.avg_cell_area_um2": 6.52,
  "die_area_um2": 7400,
  "cap_violations": 0,
  "layout_top_cell": "buf_4",
  "grt_max_degree": 14,
  "wl_per_cell_um": 16.4,
  "path_clk_slew_ns": 0.03,
  "synth_seq_share_pct": 9.14,
  "track_usage_pct": 13.9,
  "ys_ff": 5,
  "holdWs_ns": 0.939,
  "maxSlewViolCount": 0,
  "edf_count": 0,
  "top_register": "State",
  "critPathBufInv": 4,
  "status": "finished with violations",
  "setup_violations": 34,
  "failed_checks": "negative setup slack",
  "drive_above_1_share_pct": 70.6,
  "cts_made_buffers": 3,
  "fill_cells": 266,
  "use_met1_pct": 18.6,
  "ys.warnings.count": 1,
  "grt.busiest_layer": "met2",
  "die_x_um": 86,
  "tightestPinTransition_ns": 0.318,
  "drtAntennaViolNets": 0,
  "first_pass_iters": 4,
  "initCoreUtil_pct": 26.6,
  "ys_async_sr_fraction_pct": 0,
  "hold_depth": 4,
  "lay_top_cells": "buf_4 (66), buf_6 (43), buf_2 (23), nand2_1 (12), nor2_1 (10)",
  "cp_cell_sequence": "buf_8 > nor2_4 > buf_6 > nand3b_1 > buf_4 > nor2_2 > buf_2"
}
## path summary, 6_finish.rpt
check                               from       end  slack, ns
worst min-delay path            State[4]  State[4]       0.94
worst min register to register  State[4]  State[4]       0.94
worst max-delay path            State[2]   BGTCond      -0.91
worst max register to register  State[2]  State[2]       0.33
## layout make-up
type / instances / area (µm²) / share of cell area, %
Timing Repair Buffer: 148 / 1300 / 45.3
Clock inverter: 6 / 22.5 / 0.785
Tap cell: 50 / 62.6 / 2.18
Clock buffer: 3 / 41.3 / 1.44
Inverter: 6 / 41.3 / 1.44
Sequential cell: 5 / 119 / 4.14
Multi-Input combinational cell: 141 / 1280 / 44.7
## Yosys cell counts (2+ instances only)
library cell / instances
a211oi_1: 3
a21oi_1: 13
a31oi_1: 3
a41oi_1: 2
buf_1: 3
buf_2: 5
clkbuf_1: 6
dfxtp_1: 5
ha_1: 5
inv_1: 6
nand2_1: 15
nand2b_1: 8
nand3_1: 4
nand3b_1: 3
nand4_1: 2
nor2_1: 19
nor2b_1: 4
nor3_1: 10
nor3b_1: 2
nor4_1: 8
o21a_1: 2
o21ai_0: 4
o31a_1: 2
or3_1: 3
## logic make-up after synthesis
family	share of synthesized area (%)
XOR/XNOR	1.60
multiplexers	0.914
flip-flops	9.14
AND-OR/OR-AND	29.6
AND/OR/NAND/NOR	44.2
adder cells (fa/ha/maj)	5.71
buffers and inverters	8.80
## stage by stage
step	instance area (µm²)	setup TNS (ns)	total power [W]	instances	utilization (%)
floorplan	1310	-7.74	0.000288	168	-
global route	2870	-25.10	0.000854	359	69.7
global placement	2060	-30.46	0.000454	300	50.0
detailed placement	2060	-30.36	0.000452	300	50.0
finish	2870	-22.91	0.000793	359	69.7
CTS	2620	-23.60	0.000744	347	63.6
## timing repair
item | CTS | global route
endpoints found under the hold margin | 0 | 0
cloned | 0 | 1
gates resized | 180 | 44
pin swaps | 45 | 37
setup endpoints to repair | 34 | 34
hold buffers | 0 | 0
setup buffers | 39 | 14
## tightest hold or removal path, stage by stage, from the launching register on
cell and delay [ns]:
dfxtp_4 0.37, buf_6 0.10, nor2b_4 0.19, buf_4 0.13, a32o_1 0.11
## metal layers
metal	wire length [µm]	vias up	share of wire [%]
met5	0	-	0
met4	114	0	1.9
met3	199	13	3.4
met2	2850	49	48
met1	2720	892	46
li1	-	903	-
## power breakdown
part / internal (W) / switching [W]
sequential: 0.0000932 / 0.0000113
clock: 0.000133 / 0.0000682
combinational: 0.000278 / 0.000210
total: 0.000504 / 0.000289
Power is estimated from default activity; no workload was simulated.
