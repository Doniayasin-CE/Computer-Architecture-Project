**design.v**
```verilog
`timescale 1ns / 1ps
module mux_2x1(
		output [31:0] out,
		input select,
		input [31:0] in0,
		input [31:0] in1
	);
parameter DATA_WIDTH = 32;
genvar i;
generate
	for(i = 0; i < DATA_WIDTH; i = i + 1)
		begin: mux
		nbit_mux #(.SELECT_WIDTH(1)) mux ({in1[i], in0[i]}, out[i], select);
		end
endgenerate
endmodule  
module mux_2x1_tb()	  ;
	reg [31:0] data_0;
 	reg [31:0] data_1;
  	reg selection;
  	wire [31:0] mux_out; 
	mux_2x1 UUT(mux_out,selection,data_0 ,data_1);  
	initial
		begin
			data_0=4'b11;data_1=4'b01;   
			selection =0; 		 
	end
endmodule
module nbit_mux(MuxIn,    
                MuxOut,   
					 MuxSel);  
parameter SELECT_WIDTH = 3;
input  [2 ** SELECT_WIDTH-1:0] MuxIn;
input  [SELECT_WIDTH-1:0] MuxSel;
output MuxOut;
assign MuxOut = MuxIn[MuxSel];
endmodule
```
**run.sh**
```bash
#!/bin/bash
# OpenROAD 26Q1-2900-gdf79404cd8, Yosys 0.63+post, stock flow scripts
make -C /OpenROAD-flow-scripts/flow DESIGN_CONFIG=/design/flow/config.mk WORK_HOME=/design/flow/orfs finish
```
**config.mk**
```make
export PLATFORM = sky130hd
export DESIGN_NAME = mux_2x1
export DESIGN_NICKNAME = mux_2x1
export VERILOG_FILES = /design/flow/design.v
export SDC_FILE = /design/flow/constraint.sdc
export NUM_CORES = 4
export LEC_CHECK = 1
export CORE_AREA = 10 10 70 70
export DIE_AREA = 0 0 80 80
```
**constraint.sdc**
```tcl
current_design mux_2x1

set clk_period 1.0
set clk_io_pct 0.2

create_clock -name clk0 -period $clk_period

set non_clock_inputs [all_inputs -no_clocks]
set_input_delay [expr $clk_period * $clk_io_pct] -clock clk0 $non_clock_inputs
set_output_delay [expr $clk_period * $clk_io_pct] -clock clk0 [all_outputs]
```
==> results.txt <==
Implementation results. Power spread over the standard cell area amounts to ~390 mW/mm2. Yosys stat chip area landed at 785 um2. The final layout contains a sequential cell count of 0.

Total power landed at between 0.6 and 0.7 mW. The run finished, with violations left. The final timing report gives a worst setup slack of -0.0869 ns. The tool flagged a number of max-cap violations equal to 0. By count the netlist is led by sky130_fd_sc_hd__buf_4, sky130_fd_sc_hd__mux2_4, sky130_fd_sc_hd__buf_12.

The critical path in this run is classified as primary input to output pin. Hold is met by between 0.7 and 0.8 ns. Actual slew at the worst max-slew pin landed at between 0.07 and 0.08 ns.

Total of fill cells in the finished design landed at approximately 360. Share of the synthesized area in the top cell type landed at 0.574. Highest cell delay on the worst timing path landed at roughly 0.3 ns. Register cell area after layout landed at 0 um2. After detailed routing, the total wire length is roughly 2800 um.

Required time of the critical path landed at 0.80 ns. Die area landed at approximately 0.0064 mm2. Hold violation total from the final report landed at 0. The checks that failed: negative setup slack.

Number of distinct library cells after synthesis landed at 5. Leaving out buffers and inverters, the combinational logic in the layout accounts for ~480 um2. Period utilization landed at 1.09. The analysis attributes to net switching a power of between 0.1 and 0.15 mW.

Yosys cell count landed at 68. STA puts the critical path data arrival time at between 0.8 and 0.9 ns. Hold repair after CTS inserted 0 buffers. Largest net degree at the start of global routing landed at 9. In this build the clock could be raised as far as approximately 0.92 GHz. The most critical min-delay path falls under primary input to output pin.

The critical path's slowest stage uses the library cell sky130_fd_sc_hd__mux2_4. Synthesis warning total landed at 0. Count of antenna diodes in the layout landed at 0. Adding up every negative setup slack in the final design gives -2.37 ns. TritonRoute reported its final design rule violation total as 0. The synthesis report lists the most area-consuming cells as sky130_fd_sc_hd__mux2_4, sky130_fd_sc_hd__buf_4, sky130_fd_sc_hd__buf_12. Initial standard-cell utilization of the core landed at 0.230.

In the placement report, post-DP HPWL is listed as between 2000 and 2500 um. Vias per cell landed at ~3.8. Count of input and output buffers landed at slightly below 100. Overall die height landed at roughly 80 um. Endpoints with negative setup slack in the final report add up to 32. Cell depth of the worst hold path landed at 3.

Worst voltage drop across the vdd grid landed at around 140 uV. The switching portion of total power comes to 0.221. Post-synthesis area per instance landed at between 10 and 15 um2. STA classifies the critical path endpoint as an output pin. Horizontal die dimension landed at around 80 um. Total buffers and inverters traversed by the critical path landed at 3. Looking at hold timing, the worst path starts from in0[13]. The power report puts the leakage power at 0.840 nW. Looking at the gate-level netlist, the highest instance count belongs to sky130_fd_sc_hd__buf_4. During I/O placement, the number of pins put on the boundary was 97. Setup repair after global routing could not meet its margin everywhere. Layout clock buffer count landed at 0. Final-report max-slew violation count landed at 0.

Measured against its own limit, the worst slew margin works out to 0.952. Traced cell by cell, the critical path runs through buf_12, buf_16, mux2_4, buf_6. The first global-routing pass estimated just under 4000 um of wire.

Internal power landed at between 0.4 and 0.5 mW. Dividing the detail-routed wire length by the instance count gives 15.3 um. Final period demand of the worst path landed at about 1.1 ns.

The endpoint of the worst hold path is reported as out[13]. Number of iterations in the first detailed-routing pass landed at 1. The total area inside the core boundary comes to about 0.0034 mm2. The power report attributes to the sequential group a share of 0. Overall routing resource usage recorded by global route was 0.0746.

In this run the remaining antenna-violating nets after routing total 0. Utilization of the core after routing landed at 0.452. Synthesized instance count landed at 68. Timing analysis after detailed placement gives a worst setup slack of -0.500 ns.

Number of placement rows landed at 21. STA classifies the critical path startpoint as a primary input. Of all cell types, the one taking the most synthesized area is sky130_fd_sc_hd__mux2_4.

The timing report attributes the biggest portion of critical-path delay to buffers and inverters. Total tool warning count landed at 35. Final RePlAce weighted congestion landed at 0.813. The number of antenna violations at the first check in global routing came to 0. Maximum fanout along the worst path landed at 8.

Number of design-rule violations left by the first detailed-router iteration landed at 0. In this run the cell area of the synthesized design comes to between 700 and 800 um2. Layout-stage area growth over the synthesis result landed at 97.0%. For this run, the register share of the synthesized area comes to 0.

Residual overflow from global routing landed at 0. Ratio of cells with drive above 1 in the final layout landed at 0.522. The number of global-route vias before repair is roughly 770. Share of power burned in the clock network landed at 0.

Combinational cell fraction of total power landed at 1.000. The detailed router placed approximately 690 vias in this run.
through the flow:
step / std cells / instance area [um2]
2_1_floorplan: 68 / 906
3_3_place_gp: 177 / 1540
3_5_place_dp: 177 / 1540
4_1_cts: 180 / 1490
5_1_grt: 180 / 1550
6_report: 180 / 1550
timing repair:
item / in CTS / in global routing
pin swaps: 0 / 0
endpoints found under the hold margin: 0 / 0
gates cloned: 3 / 0
setup buffers: 0 / 0
endpoints found under the setup margin: 32 / 32
gates resized: 183 / 9
power groups by stage:
stage | Combinational, mW | Sequential (mW) | Clock [mW]
CTS | 0.585 | 0 | 0
global route | 0.647 | 0 | 0
finish | 0.607 | 0 | 0
worst max path at each step:
| stage | cells past startpoint | end | slack (ns) | start |
|---|---|---|---|---|
| finish | 4 | out[2] | -0.09 | select |
| global route | 4 | out[31] | -0.10 | select |
| CTS | 4 | out[2] | -0.09 | select |
area by class of cell:
class | instances | area share
well taps | 46 | 0.0372
multi-input cells | 32 | 0.311
repair buffers | 102 | 0.652
layout by cell type (no fill, tap or decap):
cell type	netlist	routed
sky130_fd_sc_hd__mux2_4	30	32
sky130_fd_sc_hd__buf_16	0	3
sky130_fd_sc_hd__dlygate4sd2_1	0	64
sky130_fd_sc_hd__buf_6	1	23
sky130_fd_sc_hd__buf_12	3	3
sky130_fd_sc_hd__buf_2	0	9
kinds of logic after synthesis:
family | count (synthesis) | share of synthesized area
buffers and inverters | 36 | 0.397
multiplexers | 32 | 0.603
layer usage:
layer  vias to the layer above  GRT usage  wire length [um]
met3                         0     0.0227               233
met4                         0          0                 0
met2                        47      0.136              1380
li1                        335          -                 -
met5                         -          0                 0
met1                       305     0.0883              1150
Power is estimated from default activity; no workload was simulated.
