==> /design/flow/design.v <==
module mux_3x1(
		output [31:0] out,
		input [1:0] select,
		input [31:0] in0,
		input [31:0] in1,
		input [31:0] in2
	);
parameter DATA_WIDTH = 32;
genvar i;
generate
	for(i = 0; i < DATA_WIDTH; i = i + 1)
		begin: mux
		nbit_mux #(.SELECT_WIDTH(2)) mux ({1'b0, in2[i], in1[i], in0[i]}, out[i], select);
		end
endgenerate
endmodule
module mux_3x1_tb(); 
	reg [31:0] data_0;
 	reg [31:0] data_1;
  	reg [31:0] data_2;
  	reg [1:0] selection;
  	wire [31:0] mux_out; 
	mux_3x1 m(mux_out,selection,data_0 ,data_1, data_2);  
	initial
		begin
			data_0=32'b11;data_1=32'b01;data_2=32'b00;   
			selection =0; 		 
	end
endmodule
module nbit_mux(MuxIn,    
                MuxOut,   
					 MuxSel);  
parameter SELECT_WIDTH = 3;
input  [2 ** SELECT_WIDTH-1:0] MuxIn;
input  [SELECT_WIDTH-1:0] MuxSel;
output MuxOut;
assign MuxOut = MuxIn[MuxSel];
endmodule
==> /design/flow/run.sh <==
#!/bin/bash
# OpenROAD 26Q1-2900-gdf79404cd8, Yosys 0.63+post, stock flow scripts
make -C /OpenROAD-flow-scripts/flow DESIGN_CONFIG=/design/flow/config.mk WORK_HOME=/design/flow/orfs finish
==> /design/flow/config.mk <==
export PLATFORM = sky130hd
export DESIGN_NAME = mux_3x1
export DESIGN_NICKNAME = mux_3x1
export VERILOG_FILES = /design/flow/design.v
export SDC_FILE = /design/flow/constraint.sdc
export NUM_CORES = 4
export LEC_CHECK = 1
export CORE_AREA = 10 10 78 78
export DIE_AREA = 0 0 88 88
==> /design/flow/constraint.sdc <==
current_design mux_3x1

set clk_period 2.6
set clk_io_pct 0.2

create_clock -name clk0 -period $clk_period

set non_clock_inputs [all_inputs -no_clocks]
set_input_delay [expr $clk_period * $clk_io_pct] -clock clk0 $non_clock_inputs
set_output_delay [expr $clk_period * $clk_io_pct] -clock clk0 [all_outputs]
==> results.json <==
{
  "synthToLayoutAreaGrowth_pct": 107,
  "leakage_nw": 0.836,
  "grt_usage_pct": 10.3,
  "comb_area_sq_um": 677,
  "drt-met1-wl_um": 1540,
  "ir_drop_uv": 57.2,
  "routed_wl_um": 4340,
  "dr.pass1.iters": 2,
  "layout_top_cell": "clkdlybuf4s50_1",
  "grt_pass1_vias": 1236,
  "ys.warnings.count": 0,
  "ys_cells": 109,
  "syn_inst": 109,
  "power-per-cell-area_mw_per_mm2": 158,
  "cp_max_fo": 17,
  "drtIter0Drc": 44,
  "ant_nets": 0,
  "required_ps": 2080,
  "die_x_um": 88,
  "critical_path.endpoint_type": "output port",
  "die_h_um": 88,
  "ios": 130,
  "min-delay-start": "select[1]",
  "maxSlewViolCount": 0,
  "n_antenna_cell": 0,
  "fp_util_pct": 23.3,
  "critical_path_class": "primary input to output port",
  "portBuffers": 130,
  "ys_seq_share_pct": 0,
  "cts_resized": 0,
  "rsz0062_at_grt": "yes",
  "hold_depth": 5,
  "crit_path_start": "select[0]",
  "utilization_pct": 48.2,
  "route.detailed.drc": 0,
  "dp_slack_ps": 81.0,
  "crit_slowest_cell": "clkdlybuf4s50_1",
  "ys_types": 8,
  "post-route-min-period_ps": 2520,
  "outcome": "completed",
  "hpwl_um": 3820,
  "grt_start_max_net_pins": 33,
  "vias": 1121,
  "setup_viol": 0,
  "yosys_area_sq_mm": 0.00103,
  "post-cts-setup-buffers": 0,
  "setup_tns_ps": 0,
  "setup_slack_ps": 82.9,
  "nFillCells": 385,
  "fmax_mhz": 397,
  "regArea_sq_um": 0,
  "via_per_inst": 4.43,
  "grt_pass1_wl_um": 6420,
  "flops": 0,
  "clock_buffers": 0,
  "core-area_sq_mm": 0.00441,
  "final_cells": 253,
  "hold_buffers": 0,
  "synth_area_sq_mm": 0.00103,
  "wl_met3_um": 646,
  "hp-class": "primary input to output port",
  "row_count": 24,
  "maxCapViolCount": 0,
  "slowest_delay_ps": 500,
  "warning_count": 33,
  "worstPathArrival_ps": 2000,
  "wl_met2_um": 2150,
  "highest_layer": "met3",
  "gr-total-overflow": 0,
  "antenna_found_initial": 0,
  "slew_headroom_pct": 72.4,
  "path_common_cell": "clkdlybuf4s50_1",
  "placed_cells": 253,
  "synth_area_per_cell_sq_um": 9.42,
  "holdWs_ps": 1670,
  "routedWlPerCell_um": 17.1,
  "hold_viol": 0,
  "gp_congestion": 0.752,
  "drive_above_1_share_pct": 8.96,
  "crit_path_start_kind": "primary input",
  "chip_area_sq_mm": 0.00774,
  "path_cells": "clkdlybuf4s50_1, nor2b_4, buf_12, o2bb2ai_1, clkdlybuf4s50_1",
  "period_used_pct": 96.8,
  "most-common-layout-cells": "clkdlybuf4s50_1, mux2i_1, o2bb2ai_1, o2bb2ai_2",
  "tightest_slew_ps": 414
}
-- critical path, delay by kind of cell --
family	cells	cell delay, ps
compound gates	1	120
simple gates	1	200
buf+inv	3	1150
-- report_power, final --
| part | leakage (nW) | internal, mW | switching (mW) |
|---|---|---|---|
| Clock | 0 | 0 | 0 |
| Sequential | 0 | 0 | 0 |
| Combinational | 0.836 | 0.251 | 0.0851 |
-- logic make-up after synthesis --
| family | count (synthesis) | share of synthesized area [%] |
|---|---|---|
| AND/OR/NAND/NOR | 1 | 1.34 |
| AND-OR/OR-AND | 32 | 33.4 |
| buffers and inverters | 44 | 34.1 |
| multiplexers | 32 | 31.2 |
-- Yosys cell counts --
cell / n / share of area, %
buf_2: 1 / 0.49
o2bb2ai_1: 22 / 19
nor2b_4: 1 / 1.3
buf_4: 33 / 24
o2bb2ai_2: 10 / 15
clkbuf_1: 2 / 0.73
buf_6: 8 / 8.8
mux2i_1: 32 / 31
-- layout make-up --
class | count | area share [%]
Multi-Input combinational cell | 65 | 31.8
Timing Repair Buffer | 136 | 65.1
Tap cell | 52 | 3.06
-- per-layer routing --
metal | up-vias | GRT usage [%]
met5 | - | 0
met1 | 482 | 11.4
met2 | 70 | 17.5
li1 | 569 | -
met4 | 0 | 0.580
met3 | 0 | 5.80
-- worst paths after layout --
path / slack (ps) / endpoint
max: 80 / out[18]
min: 1670 / out[17]
-- stage by stage --
stage	cell area (sq um)	total power, mW
after floorplan	1030	0.153
after global placement	2120	0.338
after detailed placement	2120	0.342
after CTS	2120	0.344
after global routing	2130	0.366
final	2130	0.336
Power figures rest on the tool's default switching activity, not on a simulated workload.
